$ cat flow/design.v
module CLK_Division(
input  wire         ref_clk ,
input  wire         rst , 
input  wire         clk_En ,
input  wire  [15:0] Div_rat ,
output wire         Div_Clk
);
wire [6:0] half_period ;
wire [6:0] full_period ;
wire       clk_En_in ;
wire       odd ;
reg        flag ;
reg  [6:0] Counter ;
reg        Div_Clk_O ;
assign half_period = ((Div_rat >> 1) - 1 );
assign full_period = (Div_rat >> 1) ;
assign odd = Div_rat[0] ;
assign Div_Clk = !clk_En ? ref_clk : Div_Clk_O ;  
always@(posedge ref_clk or posedge rst) begin
	if (rst)begin 
        Div_Clk_O <= 1'b0 ;
        Counter <= 7'b0 ;
		flag <= 1'b0 ;
    end
	else if (clk_En) begin
		if (!odd && (Counter == half_period)) begin
			Counter <= 0 ; 
			Div_Clk_O <= ~Div_Clk_O ;
		end
		else if ((odd && (Counter == half_period) && flag) || (odd && (Counter == full_period) && !flag)) begin
			Counter <= 0 ; 
			Div_Clk_O <= ~Div_Clk_O ;
			flag <= ~flag ; 
		end
		else begin
			Counter <= Counter + 1'b1 ;
		end
	end
end
endmodule
$ cat flow/run.sh
#!/bin/bash
# OpenROAD 26Q1-2900-gdf79404cd8, Yosys 0.63+post, stock flow scripts
make -C /OpenROAD-flow-scripts/flow DESIGN_CONFIG=/design/flow/config.mk WORK_HOME=/design/flow/orfs finish
$ cat flow/config.mk
export PLATFORM = sky130hd
export DESIGN_NAME = CLK_Division
export DESIGN_NICKNAME = CLK_Division
export VERILOG_FILES = /design/flow/design.v
export SDC_FILE = /design/flow/constraint.sdc
export NUM_CORES = 4
export LEC_CHECK = 1
export CORE_AREA = 10 10 78 78
export DIE_AREA = 0 0 88 88
$ cat flow/constraint.sdc
current_design CLK_Division

set clk_period 4.4
set clk_io_pct 0.2

create_clock -name clk0 -period $clk_period [get_ports {ref_clk}]

set non_clock_inputs [all_inputs -no_clocks]
set_input_delay [expr $clk_period * $clk_io_pct] -clock clk0 $non_clock_inputs
set_output_delay [expr $clk_period * $clk_io_pct] -clock clk0 [all_outputs]
==> impl_metrics.py <==
# Synthesis and PnR figures
metrics = {
    "final_layout": {
        "layout-drive-gt1-share_pct": 14.7,
        "fillers": 480,
        "post-route-util_pct": 22.0,
        "areaGrowthSynthToFinish_pct": 34.8,
    },
    "sta": {
        "tns_ns": 0,
        "rsz0062_at_grt": "no",
        "hold_violations": 0,
        "whs_ns": 0.463,
        "relSlewSlack_pct": 76.4,
        "finalMaxSlewViolations": 0,
        "finClkSkew_ns": 0.00125,
        "worst_pin_slew_ns": 0.353,
        "setup_viol": 0,
        "post-route-worst-setup-slack_ns": 0.429,
    },
    "pwr": {
        "pwr-share-seq_pct": 32.0,
        "power_switching_uw": 150,
        "power_uw": 471,
        "power_density_mw_per_mm2": 486,
        "swShare_pct": 31.8,
        "combPwrFrac_pct": 29.7,
        "leakagePower_nw": 0.412,
        "clkPwrFrac_pct": 38.3,
        "p_int_uw": 321,
        "ir_drop_uv": 123,
    },
    "run_status": {
        "status": "finished, final reports clean",
    },
    "synthesis": {
        "synth.most_common_cell": "xnor2_1",
        "top_area_cell": "dfrtp_1",
        "syn_area_per_cell_sq_um": 9.22,
        "yosysCellCount": 78,
        "ys_warn_count": 1,
        "ys_area_sq_um": 719,
        "synth_cell_types": 28,
        "synthCells": 78,
        "common_cells": "xnor2_1, dfrtp_1, nand2_1",
        "yosysTopAreaCellShare_pct": 31.3,
        "synth-edff-count": 0,
        "area_leaders": "dfrtp_1, xnor2_1, xor2_1, nand2_1, inv_1",
        "synthArstFlopShare_pct": 100,
        "ff_type": "dfrtp_1",
        "ys_seq_share_pct": 31.3,
        "syn-cell-area_sq_um": 719,
        "ys_seq_elements": 9,
    },
    "critical_path": {
        "cp_top_family": "buffers and inverters",
        "cp_max_fo": 2,
        "rrSetupSlack_ns": 2.50,
        "path_class": "clk2out",
        "crit_chain": "clkbuf_8 -> clkbuf_8 -> mux2_2 -> clkdlybuf4s50_1",
        "crit_path_end_kind": "primary output",
        "setup.worst_path.end": "Div_Clk",
        "critPathSlowestCell": "clkdlybuf4s50_1",
        "crit_arrival_ns": 3.09,
        "r2r_end": "Div_Clk_O",
        "start_kind": "clock port",
        "crit_top_cell": "clkbuf_8",
        "cp_num_cells": 4,
        "crit_path_max_incr_delay_ns": 0.42,
        "critPathBufInv": 3,
        "reg2reg_depth": 6,
        "cp_data_required_time_ns": 3.52,
        "r2r_start": "Counter[4]",
        "crit_start": "ref_clk",
    },
    "detailed_routing": {
        "wl_microns": 1580,
        "drtAntennaViolNets": 0,
        "wl_per_cell_microns": 10.8,
        "drc": 0,
        "first_iter_violations": 82,
        "vias": 586,
        "via_per_inst": 3.99,
        "firstDrtPassIters": 4,
        "antennaDiodeCount": 0,
    },
    "global_routing": {
        "grt_max_degree": 10,
        "antenna_found_initial": 0,
        "overflow": 0,
        "grt_pass1_wl_microns": 2690,
        "grt_pass1_vias": 613,
        "grtUsageTotal_pct": 4.23,
    },
    "floorplanning": {
        "dieWidth_microns": 88,
        "io_pins": 20,
        "dieHeight_microns": 88,
        "initial_utilization_pct": 16.3,
        "rows": 24,
        "core_area_sq_mm": 0.00441,
        "die-area_sq_mm": 0.00774,
    },
    "placed_design": {
        "place_ws_ns": 0.698,
        "io_buffers": 11,
        "place.gp.congestion": 0.736,
        "dp_hpwl_microns": 1250,
    },
    "worst_hold_path": {
        "hp-class": "reg2reg",
    },
    "clock_tree": {
        "clkTransAtPathRegs_ns": 0.04,
        "clock_latency_ns": 0.33,
        "postCtsSetupRepairBufs": 0,
        "hold_buffers": 0,
        "tritoncts": "done",
        "cts_resized": 0,
    },
    "flow_run": {
        "drv_cap": 0,
        "warnings": 35,
    },
}
## power groups by stage
stage / Clock (mW) / Combinational (mW) / Sequential (mW)
CTS: 0.189 / 0.142 / 0.151
global route: 0.198 / 0.159 / 0.157
finish: 0.180 / 0.140 / 0.151
## layout make-up
type                       count  area, sq um  area share (%)
inverter                       7         26.3            2.71
tap                           52         65.1            6.71
multi-input combinational     61          457            47.1
sequential                     9          225            23.2
timing repair buffer          10          100            10.3
clock buffer                   8         96.3            9.94
## state kept, by name, indices dropped and copies added (netlist names)
signal / flops
flag: 1
Counter: 7
Div_Clk_O: 1
## routing by layer
metal,track usage [%],share of wire (%),vias to the layer above,wire [microns]
li1,-,-,303,-
met1,5.73,50,269,785
met2,5.89,42,12,664
met3,1.59,5.8,2,92
met4,1.74,2.6,0,41
met5,0,0,-,0
## worst reg2reg max path: stages (launching register included)
cell	delay [ns]
dfrtp_1	0.42
xnor2_1	0.34
o211ai_1	0.17
a32oi_1	0.26
nand4_2	0.20
a21oi_4	0.27
xor2_1	0.17
## through the flow
| step | cell area, sq um | std cells |
|---|---|---|
| floorplan | 719 | 78 |
| global placement | 883 | 140 |
| detailed placement | 883 | 140 |
| CTS | 970 | 147 |
| global route | 970 | 147 |
| finish | 970 | 147 |
## cells in the final DEF (no fill, tap or decap), types with 2 or more instances in the layout
cell type,count
a31oi_1,2
clkbuf_8,6
clkdlybuf4s50_1,11
dfrtp_1,9
ha_1,2
inv_1,7
nand2_1,8
nand3_1,4
nand4_1,3
nor2_1,7
nor3_1,2
xnor2_1,13
xor2_1,4
## cell families after synthesis
| group | Yosys count | share of synthesized area, % |
|---|---|---|
| AND-OR/OR-AND | 9 | 10.4 |
| XOR/XNOR | 17 | 20.7 |
| adder cells (fa/ha/maj) | 2 | 3.48 |
| buffers and inverters | 8 | 5.22 |
| flip-flops | 9 | 31.3 |
| multiplexers | 2 | 2.96 |
| AND/OR/NAND/NOR | 31 | 25.9 |
## worst min path at each step
| stage | end | start | depth (start not counted) | slack [ns] |
|---|---|---|---|---|
| 6_report | Div_Clk_O | Div_Clk_O | 1 | 0.46 |
| 5_1_grt | Div_Clk_O | Div_Clk_O | 1 | 0.50 |
| 4_1_cts | Div_Clk_O | Div_Clk_O | 1 | 0.47 |
Power figures rest on the tool's default switching activity, not on a simulated workload.
